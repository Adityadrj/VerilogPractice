[/design/flow/design.v]
module adder4(S,Cout,A,B,Cin);
  input[3:0]A,B;
  input Cin;
  output[3:0]S;
  output Cout;
  assign{Cout,S}=A+B+Cin;
endmodule
[/design/flow/run.sh]
#!/bin/bash
# OpenROAD 26Q1-2900-gdf79404cd8, Yosys 0.63+post, stock flow scripts
make -C /OpenROAD-flow-scripts/flow DESIGN_CONFIG=/design/flow/config.mk WORK_HOME=/design/flow/orfs finish
[/design/flow/config.mk]
export PLATFORM = sky130hd
export DESIGN_NAME = adder4
export DESIGN_NICKNAME = adder4
export VERILOG_FILES = /design/flow/design.v
export SDC_FILE = /design/flow/constraint.sdc
export NUM_CORES = 4
export LEC_CHECK = 1
export CORE_AREA = 10 10 70 70
export DIE_AREA = 0 0 80 80
[/design/flow/constraint.sdc]
current_design adder4

set clk_period 5.0
set clk_io_pct 0.2

create_clock -name clk0 -period $clk_period

set non_clock_inputs [all_inputs -no_clocks]
set_input_delay [expr $clk_period * $clk_io_pct] -clock clk0 $non_clock_inputs
set_output_delay [expr $clk_period * $clk_io_pct] -clock clk0 [all_outputs]
==> results.toml <==
# generated from flow reports
[floorplan]
dieArea_sq_um = 6400
die-height_um = 80
fp_util_pct = 4.21
core_sq_um = 3420
die_x_um = 80
std_cell_rows = 21
ios = 14

[worst_setup_path]
crit_type = "in -> out"
crit_arrival_ns = 2.88
critPathCaptureType = "output port"
crit_required_ns = 4.00
cp_max_fo = 2
worst_setup_path_start_kind = "input port"

[routing]
insertedDiodeCount = 0
vias = 152
postRouteAntennaNets = 0
wl_per_cell_um = 6.58
drc = 0
drt_wl_total_um = 500
dr.pass1.iters = 2
drtIter0Drc = 1
viasPerCell = 2.00

[final_timing]
tightest_slew_ns = 0.157
post-route-period-util_pct = 77.5
finalHoldViolCount = 0
setup_viol = 0
timing.setup.tns_ns = 0
rsz0062_at_grt = "false"
slew_headroom_pct = 89.4
fin_crit_ns = 3.88
finalMaxSlewViolations = 0
max_freq_mhz = 258
setup_slack_ns = 1.12

[status]
outcome = "finished clean"

[grt]
grt_max_degree = 4
gr-usage-all-layers_pct = 1.50
grt_pass1_vias = 153
grt_antenna_before_repair = 0
grt_pass1_wl_um = 752
overflow = 0

[cells_and_area]
fill_cells = 401
flop-count = 0
area.sequential_sq_um = 0
logic_area_sq_um = 129
stdcell_count = 76
finish.instance_area_sq_um = 342
drive_gt1_share_pct = 3.33
area_growth_pct = 137
clkbuf_count = 0

[synth]
yosysWarnings = 0
netlist-cell-type-count = 9
netlist_instances = 16
avgSynthCellArea_sq_um = 8.99
ys_area_sq_um = 144
synth_seq_share_pct = 0
ys_cells = 16
syn_area_sq_um = 144

[placed_design]
place.gp.congestion = 0.755
portBuffers = 14
dp_hpwl_um = 485
pre_cts_ws_ns = 1.10
dp.cells = 76
post_dp_cell_area_sq_um = 342

[worst_hold_path]
min_path_type = "in -> out"
whs_path_depth = 3

[clock_network]
cts_setup_buffers = 0
cts_resized = 0
ctsHoldBuffers = 0

[power_and_ir_drop]
vdd_ir_drop_max_uv = 11.4
leakage_nw = 0.135
pwr_density_cell_nw_per_um2 = 99.9

[job]
cap_viol_max_count = 0
warnings = 35
cell usage after synthesis:
cell type	instances	area, sq um
nor2b_1	1	6.26
xnor2_1	2	17.5
fa_1	2	40.0
a21o_1	1	7.51
a21oi_2	1	8.76
o21ai_0	1	5.00
inv_1	4	15.0
nand2b_1	1	6.26
ha_1	3	37.5
cells in the final DEF (no fill, tap or decap):
master           instances
a21o_1                   1
a21oi_2                  1
clkdlybuf4s50_1         14
fa_1                     2
ha_1                     3
inv_1                    4
nand2b_1                 1
nor2b_1                  1
o21ai_0                  1
xnor2_1                  2
where the power goes:
part           internal (mW)  switching [mW]  leakage, nW
logic                 0.0244         0.00977        0.135
registers                  0               0            0
clock network              0               0            0
path summary, 6_finish.rpt:
kind | from | to | slack [ns]
max | A[0] | S[1] | 1.12
min | Cin | S[0] | 3.08
logic make-up (layout without fill, tap and decap cells):
| group | Yosys count | in the layout | synth area share (%) |
|---|---|---|---|
| compound gates | 3 | 3 | 14.8 |
| xor+xnor | 2 | 2 | 12.2 |
| fa+ha+maj | 5 | 5 | 53.9 |
| buf+inv | 4 | 18 | 10.4 |
| simple gates | 2 | 2 | 8.70 |
per-layer routing:
layer / GRT usage, % / part of all wire, %
met1: 1.72 / 36
met2: 1.77 / 28
met3: 1.93 / 35
met4: 0 / 0
met5: 0 / 0
through the flow:
stage          util, %  power, mW  hold slack [ns]
6_report          10.0     0.0341             3.08
5_1_grt           10.0     0.0386             3.11
4_1_cts           10.0     0.0352             3.09
3_5_place_dp      10.0     0.0350             3.09
3_3_place_gp      10.0     0.0348             3.09
2_1_floorplan        -     0.0107             2.10
critical path, stage by stage:
cell and delay, ns:
clkdlybuf4s50_1 0.43, fa_1 0.45, inv_1 0.08, fa_1 0.40, inv_1 0.06, clkdlybuf4s50_1 0.46
final cells by class:
| type | instances | area share, % |
|---|---|---|
| inverter | 4 | 4.40 |
| tap | 46 | 16.8 |
| timing repair buffer | 14 | 41.0 |
| multi-input combinational | 12 | 37.7 |
Power figures rest on the tool's default switching activity, not on a simulated workload.
