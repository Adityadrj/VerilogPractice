### design.v
module ALU(X,Y,Z,S,Zr,CY,P,V);
  input[15:0]X,Y;
  output[15:0]Z;
  output S, Zr, CY, P, V;
  assign{CY,Z}=X+Y;
  assign S=Z[15];
  assign Zr=~|Z;
  assign P=~^Z;
  assign V=(X[15]&Y[15]&~Z[15]|~X[15]&~Y[15]&Z[15]);
endmodule
### run.sh
#!/bin/bash
# OpenROAD 26Q1-2900-gdf79404cd8, Yosys 0.63+post, stock flow scripts
make -C /OpenROAD-flow-scripts/flow DESIGN_CONFIG=/design/flow/config.mk WORK_HOME=/design/flow/orfs finish
### config.mk
export PLATFORM = sky130hd
export DESIGN_NAME = ALU
export DESIGN_NICKNAME = ALU
export VERILOG_FILES = /design/flow/design.v
export SDC_FILE = /design/flow/constraint.sdc
export NUM_CORES = 4
export LEC_CHECK = 1
export CORE_AREA = 10 10 75 75
export DIE_AREA = 0 0 85 85
### constraint.sdc
current_design ALU

set clk_period 10.6
set clk_io_pct 0.2

create_clock -name clk0 -period $clk_period

set non_clock_inputs [all_inputs -no_clocks]
set_input_delay [expr $clk_period * $clk_io_pct] -clock clk0 $non_clock_inputs
set_output_delay [expr $clk_period * $clk_io_pct] -clock clk0 [all_outputs]
==> job_summary.md <==
## Implementation flow summary

| Metric | Value |
|---|---|
| Remaining max-slew budget at the tightest pin | `0.755` |
| Cell count after placement | `about 210` |
| Antenna viol nets, final | `0` |
| ANT cells | `0` |
| Post-detailed-route via-to-cell ratio | `~4.2` |
| Non-filler cells, final | `between 200 and 250` |
| Aggregate global-route resource usage | `0.0706` |
| Routability cong. | `slightly above 0.8` |
| Critical path launch point type | `primary input` |
| Highest-utilization routing layer at the global route stage | `met2` |
| DRC | `0` |
| Final critical-path required period | `roughly 8 ns` |
| Cell internal power dissipation | `~0.12 mW` |
| Critical path origin | `X[0]` |
| Combinational gate area | `approximately 870 um^2` |
| Routed length per instance | `approximately 12 um` |
| Power Dens Cells | `between 100 and 150 nW/um^2` |
| Flop area | `0 um^2` |
| Fraction of power consumed by sequential logic | `0` |
| Area growth from synthesis to layout | `62.2%` |
| Final tally of setup violations | `0` |
| # hold bufs at CTS | `0` |
| Switching power total | `approximately 0.06 mW` |
| Core area | `~4100 um^2` |
| Global-route wire length before repair | `about 4500 um` |
| Ratio of final minimum period to clock period | `0.770` |
| Largest net degree at the start of global routing | `6` |
| VDD IR-drop max | `0.000162 V` |
| Die Size | `~7200 um^2` |
| Met1 usage | `0.0872` |
| Slew at the pin closest to its max-slew limit | `0.365 ns` |
| Met3 GRT Util | `0.0260` |
| Fill count | `383` |
| Gate power share | `1.000` |
| Number of standard cells after synthesis | `around 110` |
| Fraction of layout cells with a size suffix above 1 | `0.0683` |
| Initial antenna violation count | `0` |
| Chip area in the Yosys report | `~940 um^2` |
| I/O Buffers | `roughly 53` |
| Final hold slack | `5.33 ns` |
| Post-detailed-placement half-perimeter wirelength | `~2400 um` |
| WP data required | `8.48 ns` |
| Layout sequential cell count | `0` |
| End-of-flow core utilization | `0.376` |
| Hold Crit Class | `in2out` |
| Die height | `between 80 and 90 um` |
| Final-layout setup total negative slack | `0 ns` |
| Number of cells in the yosys synthesis report | `109` |
| Total of cells resized after clock tree synthesis | `0` |
| Met2 demand-to-capacity share in global routing | `0.121` |
| Number of distinct library cells after synthesis | `35` |
| Mean instance size in the synthesized netlist | `between 8 and 9 um^2` |
| Total global routing overflow | `0` |
| Via count of the first global-routing pass | `between 900 and 1000` |
| Sort of element at the end of the critical path | `output port` |
| Starting DRT DRC Count | `23` |
| Total of warnings raised by yosys | `0` |
| Die width | `approximately 85 um` |
| # Post-CTS Setup Buffers | `0` |
| Crit path DAT | `6.05 ns` |
| Max-slew violation total from the final report | `0` |
| Fraction of the core area occupied by cells at floorplan | `0.232` |
| Static power due to leakage | `around 0.7 nW` |
| Netlist Area Pre-Place | `approximately 940 um^2` |
| RSZ-0062 raised after global routing | `no` |
| Seq share, synth | `0` |
| Clock power frac | `0` |
| Switching power as a share of total power | `0.327` |
| Drt pass-1 iters | `3` |
| Classification of the worst setup path | `in2out` |
| Row cnt | `23` |
| Peak clock frequency supported by timing | `between 0.1 and 0.15 GHz` |
| Clock buffers | `0` |
| # Max-Cap Violations | `0` |
| Routed wire length | `about 2600 um` |
| Top-level I/O count | `between 50 and 60` |
| Critical Path End | `Zr` |
| Number of vias after detailed routing | `just under 900` |
| Hold Fails Final Rpt | `0` |
| Status | `finished clean` |
| Largest driver fanout on the critical path | `3` |
| Total tool warning count | `33` |
-- logic make-up after synthesis --
family / after synthesis / share of synthesized area
AND-OR/OR-AND: 28 / 0.231
multiplexers: 1 / 0.0120
XOR/XNOR: 25 / 0.307
adder cells (fa/ha/maj): 18 / 0.247
AND/OR/NAND/NOR: 20 / 0.130
buffers and inverters: 17 / 0.0718
-- layer usage --
layer / vias up / part of all wire
met5: - / 0
met2: 28 / 0.45
met3: 0 / 0.11
met1: 377 / 0.44
met4: 0 / 0
li1: 490 / -
-- layout by cell type, fill, tap and decap left out, types with 3 or more instances in the layout --
cell type        netlist  final
a21oi_1                7      7
xor2_1                 4      4
ha_1                  17     17
clkdlybuf4s50_1        0     53
nand2_1                3      3
xnor2_1               15     15
or4_1                  3      3
xnor3_1                4      4
nor2_1                 4      4
a21o_1                 7      7
inv_1                 15     15
-- cell type report --
cell class                 instances  share of cell area
multi-input combinational         92               0.572
timing repair buffer              53               0.348
tap                               50              0.0410
inverter                          16              0.0393
-- cell usage after synthesis (all sizes together) --
cell type / count / share of area
xnor2: 17 / 0.17
nand2b: 2 / 0.013
nor2: 4 / 0.016
ha: 17 / 0.23
a21oi: 9 / 0.056
or3: 1 / 0.0067
or2: 1 / 0.0067
o21ai: 2 / 0.011
a31o: 1 / 0.0093
nor3: 2 / 0.011
xor2: 4 / 0.037
mux2: 1 / 0.012
buf: 1 / 0.0080
or4: 3 / 0.024
o31ai: 1 / 0.013
fa: 1 / 0.021
o2bb2ai: 1 / 0.0093
xnor3: 4 / 0.096
o21bai: 1 / 0.0080
nand4b: 1 / 0.0093
inv: 16 / 0.064
nand2: 3 / 0.012
a211oi: 1 / 0.0080
nor4: 1 / 0.013
a221oi: 2 / 0.032
and3: 2 / 0.019
o21a: 1 / 0.0080
a21o: 8 / 0.065
a2111o: 1 / 0.012
-- power by group through the flow --
stage     clock, mW  combinational [mW]  sequential, mW
4_1_cts           0               0.189               0
5_1_grt           0               0.204               0
6_report          0               0.184               0
-- worst min path at each step --
stage | slack [ns] | end | startpoint | depth (start not counted)
CTS | 5.34 | Z[0] | Y[0] | 3
global route | 5.40 | Z[0] | X[0] | 3
finish | 5.33 | Z[0] | Y[0] | 3
-- critical path, stage by stage --
cell and delay, ns:
clkdlybuf4s50_1 0.46, ha_1 0.17, inv_1 0.06, fa_1 0.39, nand2b_1 0.18, a211oi_1 0.29
nand2b_1 0.17, a21oi_2 0.07, xnor2_2 0.15, or4_1 0.50, or4_1 0.38, or4_1 0.44
nor4_2 0.15, clkdlybuf4s50_1 0.51
-- through the flow --
stage	instance area (um^2)	setup WS, ns	power (mW)
6_report	1530	2.43	0.184
5_1_grt	1530	2.18	0.204
2_1_floorplan	941	3.65	0.107
4_1_cts	1530	2.40	0.189
3_5_place_dp	1530	2.44	0.187
3_3_place_gp	1530	2.45	0.188
Power and IR drop assume default switching activity.
